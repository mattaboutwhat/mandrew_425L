**./design.v**
```verilog
`timescale 1ns / 1ps
module PowerInit(clk,dataout,control,ledpin,ledpin2);
	input clk;
	output reg [3:0] dataout; 
	output reg [2:0] control;  
	reg [7:0]  DR;
	reg [3:0]  sel=4;
	reg [25:0] delay=0;
	reg [2:0]  stage=0; 
	reg [4:0]  state=0; 
	reg [7:0]  MUX;
	output reg ledpin = 0;
	output reg ledpin2 = 0;
	always @(posedge clk)
	begin
		case(stage)
		0: begin
				case(state)
					0: begin delay <= 750_000; state<=1;  control<=0; 														end
					1: begin if(delay==0) begin delay<=12; 			state<=2; control<=3'h4; dataout<=4'h3; 	end
								else delay <= delay-1; 																				end
					2: begin if(delay==0) begin delay <= 205_000; 	state<=3; control<=0; 							end
								else delay <= delay-1; 																				end
					3: begin if(delay==0) begin delay<=12; 			state<=4; control<=3'h4; dataout<=4'h3; 	end
								else delay <= delay-1;																				end
					4: begin if(delay==0) begin delay <= 205_000; 	state<=5; control <=0; 							end
								else delay <=delay-1; 																				end
					5: begin if(delay==0) begin delay<=12; 			state<=6; control<=3'h4; dataout<=4'h3; 	end
								else delay <=delay-1; 																				end
					6: begin if(delay==0) begin delay <=2_000;		state<=7; control<=0; 							end
								else delay <=delay-1; 																				end
					7: begin if(delay==0) begin delay<=12; 			state<=8; control<=3'h4; dataout<=4'h2; 	end
								else delay <=delay-1; 																				end
					8: begin if(delay==0) begin delay <= 2_000; 		state<=9; control<=0; 							end
								else delay <=delay-1; 																				end
					9: begin if(delay==0) begin 							state <=0; 			stage<=1; 					end 
								else delay <=delay-1; 																				end
				endcase
			end
		1: begin 
				case(state)
					0: begin case(sel)
							0: begin state <=10;	delay<=82_000; end
							1: begin state <=1; 	DR<=8'h01; 		end
							2: begin state <=1; 	DR<=8'h0c; 		end
							3: begin state <=1; 	DR<=8'h06;	 	end
							4: begin state <=1; 	DR<=8'h28;	 	end
							default: state <=0;
						endcase end
					1: begin state <=2; control <=0; dataout <= DR[7:4]; delay <=2; end
					2: begin if (delay==0) begin delay <= 12; 	state <= 3; control <= 3'h4; 						end
								else delay <= delay-1; 																				end
					3: begin if (delay==0) begin delay <= 2; 		state <= 4; control <= 0; 							end
								else delay <= delay-1; 																				end
					4: begin if (delay==0) begin delay <= 50; 	state <= 5; 											end
								else delay <= delay-1; 																				end
					5: begin if (delay==0) begin delay <= 2; 		state <= 6; control <= 0; dataout<=DR[3:0];	end
								else delay <= delay-1; 																				end
					6: begin if (delay==0) begin delay <= 12; 	state <= 7; control <= 3'h4; 						end
								else delay <= delay-1; 																				end
					7: begin if (delay==0) begin delay <= 2; 		state <= 8; control <= 0; 							end
								else delay <= delay-1; 																				end
					8: begin if (delay==0) begin delay <= 2_000; state <= 9; 											end
								else delay <= delay-1; 																				end
					9: begin if (delay==0) begin 						state <= 0; sel<=sel-1;	 							end
								else delay <= delay-1; 																				end
					10:begin if (delay==0) begin 						state <= 0; stage<=2; sel<=15; 					end
								else delay <= delay-1; 																				end
				endcase
			end
		2: begin 
			case(sel)
				0: begin MUX = 8'h20; end  
				1: begin MUX = 8'h00; end  
				2: begin MUX = 8'h68; end  
				3: begin MUX = 8'h73; end  
				4: begin MUX = 8'h75; end  
				5: begin MUX = 8'h6F; end  
				6: begin MUX = 8'h79; end  
				7: begin MUX = 8'h72; end  
				8: begin MUX = 8'h61; end  
				9: begin MUX = 8'h44; end  
				10:begin MUX = 8'h6E; end  
				11:begin MUX = 8'h61; end  
				12:begin MUX = 8'h79; end  
				13:begin MUX = 8'h61; end  
				14:begin MUX = 8'h68; end  
				15:begin MUX = 8'h53; end  
			endcase
			case(state)
				0: begin state <= 1;																									end
				1: begin state <= 2; DR <=8'h80; 																				end  
				2: begin state <= 3; control <= 0; dataout <= DR[7:4]; delay <= 2; 									end 
				3: begin if(delay==0) begin delay <= 12; 		state<= 4; control<=3'h4; 								end 
						 		else delay <= delay -1 ;																			end
				4: begin if(delay==0) begin delay <= 2; 		state<= 5; control<=0; 									end 
								else delay <= delay -1 ; 																			end
				5: begin if(delay==0) begin delay <= 50 ; 	state<= 6; 													end 
								else delay <= delay -1 ; 																			end
				6: begin if(delay==0) begin delay <= 2;		state <= 7; control <= 0; dataout <=DR[3:0]; 	end 
								else delay <= delay -1 ; 																			end
				7: begin if(delay==0) begin delay <= 12; 		state <= 8; control<=3'h4; 							end
								else delay <= delay -1 ; 																			end
				8: begin if(delay==0) begin delay <= 2; 		state <= 9; control<=0; 								end
								else delay <= delay -1 ; 																			end
				9: begin if(delay==0) begin delay <= 2_000 ; state<= 10; 												end
								else delay <= delay -1 ; 																			end
				10:begin if(delay==0) begin 						state<= 11;													end 
								else delay <= delay -1 ; 																			end
				11:begin state <= 12; DR <= MUX; 																				end
				12:begin state <= 13; control <= 3'b010; dataout <= DR[7:4]; delay <= 2; 							end
				13:begin if(delay==0)begin delay <= 12; 		state<= 14; control<=3'b110; 							end
							else delay <= delay -1 ;																				end
				14:begin if(delay==0)begin delay <= 2; 		state<= 15; control<=3'b010; 							end
							else delay <= delay -1 ; 																				end
				15:begin if(delay==0)begin delay <= 50 ; 		state<= 16;control<=0;									end
							else delay <= delay -1 ; 																				end
				16:begin if(delay==0)begin delay <= 2; state <= 17; control <= 3'b010; dataout <= DR[3:0]; 	end
							else delay <= delay -1 ; 																				end
				17:begin if(delay==0)begin delay <= 12; 		state<= 18; control<=3'b110; 							end
							else delay <= delay -1 ; 																				end
				18:begin if(delay==0)begin delay <= 2; 		state<= 19; control<=3'b010; 							end
							else delay <= delay -1 ; 																				end
				19:begin if(delay==0)begin delay <= 2_000 ; 	state<= 20; control<=0; 								end
							else delay <= delay -1 ; 																				end
				20:begin if(delay==0) begin 
								if(sel==10) begin DR <=8'hC0; 	state<=2; sel<=sel-1;									end 
							   else 										state<=21;													end
							else delay <= delay-1; 																					end
				21:begin if(delay==0)  begin 
								if(sel==0) begin 						state<= 22; 												end
								if(sel==2) begin 						state<=0;   sel<=7;       stage<=3;					end 
								else begin 								state<= 11; sel<=sel - 1; 								end end
							else begin delay <= delay -1 ; 																		end end
				22:begin delay <= 40_000_000; 					state<= 23;  												end
				23:begin if(delay==0)begin 						state<= 22;													end
							else delay <= delay -1 ; 																				end   
				default: 												state <= 0;
			endcase	
		end 		 
		3: begin
			case(sel)
				0: begin MUX = 8'h1B; end 
				1: begin MUX = 8'h0A; end 
				2: begin MUX = 8'h04; end 
				3: begin MUX = 8'h1F; end 
				4: begin MUX = 8'h04; end 
				5: begin MUX = 8'h0E; end 
				6: begin MUX = 8'h0A; end 
				7: begin MUX = 8'h0E; end 
			endcase
			case(state)
				0: begin state <= 1; 																									end
				1: begin DR <= 8'h40; 									state<=2; 													end
				2: begin delay <= 2; 		dataout <= DR[7:4]; 	state<=3; control <= 0;   								end 
				3: begin if(delay==0) begin delay <= 12; 			state<=4; control<=3'h4; 								end 
						 	else delay <= delay -1 ;																					end
				4: begin if(delay==0) begin delay <= 2; 			state<=5; control<=0; 									end 
						 	else delay <= delay -1 ; 																					end
				5: begin if(delay==0) begin delay <= 50 ; 		state<=6; 													end
						 	else delay <= delay -1 ; 																					end
				6: begin if(delay==0) begin delay <= 2; 			state<=7; control<=0; dataout<=DR[3:0];			end 
						 	else delay <= delay -1 ; 																					end
				7: begin if(delay==0) begin delay <= 12; 			state<=8; control<=3'h4; 								end
						 	else delay <= delay -1 ; 																					end
				8: begin if(delay==0) begin delay <= 2; 			state<=9; control<=0; 									end
						 	else delay <= delay -1 ;																					end
				9: begin if(delay==0) begin delay <= 2_000 ; 	state<=10; 													end
						 	else delay <= delay -1 ; 																					end
				10:begin if(delay==0) begin 							state<=11;  sel<=7; 										end 
							else delay <= delay -1 ; 																					end
				11:begin DR <= MUX; 										state<=12;													end
				12:begin delay <= 2; control <= 3'b010;			state<=13; dataout <= DR[7:4];  						end
				13:begin if(delay==0) begin delay <= 12; 			state<=14; control<=3'b110; 							end
						 else delay <= delay -1 ;																						end
				14:begin if(delay==0) begin delay <= 2; 			state<=15; control<=3'b010; 							end
						 else delay <= delay -1 ; 																						end
				15:begin if(delay==0) begin delay <= 50;	 		state<=16; control<=0; 									end
						 else delay <= delay -1 ; 																						end
				16:begin if(delay==0) begin delay <= 2;			state<=17; control<=3'b010; dataout<=DR[3:0]; 	end
						 else delay <= delay -1 ; 																						end
				17:begin if(delay==0) begin delay <= 12; 			state<=18; control<=3'b110; 							end
						 else delay <= delay -1 ; 																						end
				18:begin if(delay==0) begin delay <= 2; 			state<=19; control<=3'b010; 							end
						 else delay <= delay -1 ; 																						end
				19:begin if(delay==0) begin delay <= 2_000;	 	state<=20; control<=0; 									end
						 else delay <= delay -1 ; 																						end
				20:begin if(delay==0) begin 
								if(sel==0) 									state<=21;
								else begin 									state<=11; sel<=sel-1;	 								end end
			 				else delay <= delay -1 ; 																					end
				21:begin state <= 22; delay <= 40_000_000; 																		end
				22:begin if(delay==0) begin ledpin=1; ledpin2=1;state<=2; stage<=2; DR<=8'hCE; sel<=1;				end
			 				else delay <= delay -1 ; 																					end   
				default: 													state<=0;
			endcase
		end 	 
		endcase
	end
endmodule
```
**./run.sh**
```bash
#!/bin/bash
# OpenROAD 26Q1-2900-gdf79404cd8, Yosys 0.63+post, stock flow scripts
make -C /OpenROAD-flow-scripts/flow DESIGN_CONFIG=/design/flow/config.mk WORK_HOME=/design/flow/orfs finish
```
**./config.mk**
```make
export PLATFORM = sky130hd
export DESIGN_NAME = PowerInit
export DESIGN_NICKNAME = PowerInit
export VERILOG_FILES = /design/flow/design.v
export SDC_FILE = /design/flow/constraint.sdc
export NUM_CORES = 4
export LEC_CHECK = 1
export CORE_UTILIZATION = 40
```
**./constraint.sdc**
```tcl
current_design PowerInit

set clk_period 9.6
set clk_io_pct 0.2

create_clock -name clk0 -period $clk_period [get_ports {clk}]

set non_clock_inputs [all_inputs -no_clocks]
set_input_delay [expr $clk_period * $clk_io_pct] -clock clk0 $non_clock_inputs
set_output_delay [expr $clk_period * $clk_io_pct] -clock clk0 [all_outputs]
```
==> flow_summary.json <==
{
  "status": "completed",
  "cts_buffers": 9,
  "fp_util_pct": 40.93,
  "seqPwrFrac_pct": 44.9,
  "worstPathArrival_ns": 3.60,
  "wl_per_cell_microns": 21.21,
  "finalCritPeriodShare_pct": 37.69,
  "power_per_cell_area_nw_per_um2": 103.5,
  "maxCapViolCount": 0,
  "cp_slowest_cell": "nor4_1",
  "ys_cells": 741,
  "yosysSeqAreaShare_pct": 32.24,
  "required_ns": 9.58,
  "max_stage_delay_ns": 0.58,
  "post-cts-setup-buffers": 0,
  "wirelength_microns": 19140,
  "detail-route-antenna-nets": 0,
  "dp_hpwl_microns": 13100,
  "drive_above_1_share_pct": 7.064,
  "first_pass_iters": 5,
  "grt_overflow": 0,
  "worstHoldPathType": "reg -> reg",
  "slew_headroom_pct": 45.21,
  "grt_pass1_wl_microns": 30550,
  "grt_pass1_vias": 5525,
  "track_usage_pct": 27.81,
  "area_growth_pct": 9.315,
  "hold_violations": 0,
  "n_antenna_cell": 0,
  "cp_max_fo": 26,
  "gp_congestion": 1.019,
  "cts_max_level": 3,
  "setup_viol": 0,
  "fin_setup_tns_ns": 0,
  "fmax_ghz": 0.2764,
  "dieArea_sq_um": 14680,
  "rsz0062_at_grt": "false",
  "synthTopCellsByArea": "edfxtp_1 (32%), o21ai_0 (7.9%), a21oi_1 (5.6%)",
  "top_area_cell": "edfxtp_1",
  "stdcell_count": 902,
  "clk_path_buf_depth": 2,
  "crit_top_cell": "nand2_1",
  "cts.sinks": 61,
  "die_w_microns": 121.2,
  "r2r_cells": 8,
  "holdPathStages": 2,
  "post_synth_num_cell_types": 76,
  "clockRootBuffer": "clkbuf_16",
  "startpoint_type": "register",
  "syn_avg_cell_area_sq_um": 7.668,
  "timing.final.crit_period_ns": 3.618,
  "internal_power_uw": 516.4,
  "drt-initial-drc-count": 963,
  "antenna_found_initial": 0,
  "worst_setup_path_end_kind": "register",
  "ys_area_sq_um": 5682,
  "tool_warnings": 28,
  "clk_pin_slew_worst_paths_ns": 0.06,
  "ys_ff": 61,
  "hold_buffers": 0,
  "dieHeight_microns": 121.2,
  "yosysWarnings": 1,
  "lay_top_cells": "o21ai_0 (89), nor2_1 (84), nand2_1 (80)",
  "edf_count": 61,
  "switching_power_uw": 126.2,
  "rrSetupSlack_ns": 5.98,
  "dpl.cell_count": 886,
  "syn_inst": 741,
  "p_comb_share_pct": 0,
  "drcViolationCount": 0,
  "layout_top_cell": "o21ai_0",
  "setup_slack_ns": 5.982,
  "pin_count": 10,
  "synth_top_flop_cell": "edfxtp_1",
  "ys_async_sr_fraction_pct": 0,
  "tightest_slew_ns": 0.8200,
  "place_area_sq_um": 5886,
  "fin_skew_ns": 0.01081,
  "dpl_worst_slack_ns": 6.026,
  "path_cells": "nor4_1 > nand4_1 > nor2_2 > buf_4 > nand2_1 > nand2_1 > a21oi_1 > nor3_1",
  "power_frac_clock_pct": 55.1,
  "rows": 43,
  "fin_area_sq_um": 6211,
  "ir_worst_vdd_mv": 0.06845,
  "via_per_inst": 6.656,
  "ctsResizeCount": 0,
  "n_fill_cell": 1317,
  "portBuffers": 9,
  "critPathKind": "reg -> reg",
  "switching_share_pct": 19.64,
  "grt_max_degree": 57,
  "coreArea_sq_um": 13880,
  "cts_tree": "done",
  "yosys.area.top_type_share_pct": 32.24,
  "vias": 6004,
  "drv_slew": 0,
  "synth_area_sq_um": 5682,
  "insertion_delay_ns": 0.34,
  "power.leakage_uw": 0.001824
}
[synth_stat cells, types with 3 or more instances]
library cell  number
a21o_1             3
ha_1               6
clkinv_1           3
inv_1             14
nor2_1            85
nand2b_1           5
nor4_1             8
a211o_1            4
nor3_1            27
o2111ai_1          5
and3_1             6
o22ai_1           11
o31ai_1            8
buf_2              4
a2111oi_0          3
nand2_1           80
o32ai_1            3
o21ai_0           90
xnor2_1           18
xor2_1             7
nand4_1            4
o211ai_1           9
nor3b_1            3
or4_1              3
mux2i_1            8
a211oi_1          15
edfxtp_1          61
a21oi_1           64
and2_1             3
o311ai_0           3
buf_1              5
o21a_1             3
clkbuf_1          50
a31oi_1           17
mux2_2             3
or3_1              8
nand3b_1           6
nand3_1           16
nor2b_1            5
a22o_1             3
a22oi_1            9
[critical path: cells and delay by family, from the launching register on]
kind	cells	cell delay, ns
and+or+nand+nor	6	2.32
buffers and inverters	1	0.38
DFF	1	0.45
AOI/OAI and AO/OA	1	0.08
[layout make-up]
class	instances	area [sq um]	area share, %
multi-input combinational	602	3547	57.11
sequential	61	1832	29.49
clock buffer	9	225.2	3.626
tap	180	225.2	3.626
timing repair buffer	26	217.7	3.505
clock inverter	7	100.1	1.612
inverter	17	63.81	1.027
[stage by stage]
stage	utilization [%]	hold slack [ns]	power, uW
after floorplan	-	0.4963	294.2
after global placement	42.40	0.5375	294.2
after detailed placement	42.40	0.5281	294.2
after CTS	44.74	0.5426	648.8
after global routing	44.74	0.5763	657.9
final	44.74	0.5381	642.6
[flip-flops by register name, indices dropped and copies added, names as in the netlist]
register	cells
DR	8
delay	26
stage	2
control	3
dataout	4
sel	4
ledpin2	1
state	5
MUX	8
[final timing paths]
kind                       from                    to
max          delay[6]$_DFFE_PP_      sel[3]$_DFFE_PP_
max reg2reg  delay[6]$_DFFE_PP_      sel[3]$_DFFE_PP_
min reg2reg     DR[6]$_DFFE_PP_  dataout[2]$_DFFE_PP_
min             DR[6]$_DFFE_PP_  dataout[2]$_DFFE_PP_
[power groups by stage]
stage         combinational, uW  clock (uW)  sequential, uW
CTS                      0.0424         360             289
global route             0.0546         369             288
finish                   0.0389         354             289
[cells by family (layout without fill, tap and decap cells)]
family / after synthesis / in the layout / synth area share [%]
xor gates and xnor gates: 25 / 25 / 3.854
other: 1 / 1 / 0.06600
DFF: 61 / 61 / 32.24
AOI/OAI and AO/OA: 279 / 279 / 30.87
adders and majority gates: 7 / 7 / 1.519
buffers and inverters: 78 / 59 / 5.439
and+or+nand+nor: 279 / 279 / 24.00
muxes: 11 / 11 / 2.004
[layer usage]
metal	vias to the layer above	part of all wire [%]	global-route usage [%]	wire length [microns]
li1	2769	-	-	-
met3	57	10	4.798	1909
met5	-	0	0	0
met1	2786	43	43.64	8143
met4	0	3.7	9.645	699
met2	392	44	39.68	8383
No activity file was given, so power comes from the tool's default toggle rates.
