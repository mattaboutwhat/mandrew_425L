===== /design/flow/run.sh =====
#!/bin/bash
# OpenROAD 26Q1-2900-gdf79404cd8, Yosys 0.63+post, stock flow scripts
make -C /OpenROAD-flow-scripts/flow DESIGN_CONFIG=/design/flow/config.mk WORK_HOME=/design/flow/orfs finish

===== /design/flow/config.mk =====
export PLATFORM = sky130hd
export DESIGN_NAME = reg_file_beh
export DESIGN_NICKNAME = reg_file_beh
export VERILOG_FILES = /design/flow/design.v
export SDC_FILE = /design/flow/constraint.sdc
export NUM_CORES = 4
export LEC_CHECK = 1
export CORE_UTILIZATION = 40

===== /design/flow/constraint.sdc =====
current_design reg_file_beh

set clk_period 11.1
set clk_io_pct 0.2

create_clock -name clk0 -period $clk_period [get_ports {clk}]

set non_clock_inputs [all_inputs -no_clocks]
set_input_delay [expr $clk_period * $clk_io_pct] -clock clk0 $non_clock_inputs
set_output_delay [expr $clk_period * $clk_io_pct] -clock clk0 [all_outputs]

===== /design/flow/design.v =====
`timescale 1ns / 1ps
module reg_file_beh(A, B, Aaddr, Baddr, Caddr, C, load, nClear, clk, m_state, m_data);
	input 	[3:0]  	Aaddr, Baddr, Caddr;
	input 	[15:0] 	C;
	input 		 		load, nClear, clk;
	input 	[3:0] 	m_state;
	output 	[15:0] 	A, B;
	output reg [31:0] m_data;
	reg [15:0] Aout, Bout;
	reg [15:0] r0, r1, r2,  r3,  r4,  r5,  r6,  r7,
				  r8, r9, r10, r11, r12, r13, r14, r15;
	assign A = Aout;
	assign B = Bout;
	always @(posedge clk) begin
		Aout <= 	(Aaddr == 0) ? r0 :
					(Aaddr == 1) ? r1 :
					(Aaddr == 2) ? r2 :
					(Aaddr == 3) ? r3 :
					(Aaddr == 4) ? r4 :
					(Aaddr == 5) ? r5 :
					(Aaddr == 6) ? r6 :
					(Aaddr == 7) ? r7 :
					(Aaddr == 8) ? r8 :
					(Aaddr == 9) ? r9 :
					(Aaddr == 10) ? r10 :
					(Aaddr == 11) ? r11 :
					(Aaddr == 12) ? r12 :
					(Aaddr == 13) ? r13 :
					(Aaddr == 14) ? r14 :
					(Aaddr == 15) ? r15 : 0;
	 	Bout <= 	(Baddr == 0) ? r0 :
					(Baddr == 1) ? r1 :
					(Baddr == 2) ? r2 :
					(Baddr == 3) ? r3 :
					(Baddr == 4) ? r4 :
					(Baddr == 5) ? r5 :
					(Baddr == 6) ? r6 :
					(Baddr == 7) ? r7 :
					(Baddr == 8) ? r8 :
					(Baddr == 9) ? r9 :
					(Baddr == 10) ? r10 :
					(Baddr == 11) ? r11 :
					(Baddr == 12) ? r12 :
					(Baddr == 13) ? r13 :
					(Baddr == 14) ? r14 :
					(Baddr == 15) ? r15 : 0;
			if (load) begin
				case(Caddr)
					0: begin
							r0 <= C;
					end
					1: begin
							r1 <= C;
					end
					2: begin
							r2 <= C;
					end
					3: begin
							r3 <= C;
					end
					4: begin
							r4 <= C;
					end
					5: begin
							r5 <= C;
					end
					6: begin
							r6 <= C;
					end
					7: begin
							r7 <= C;
					end
					8: begin
							r8 <= C;
					end
					9: begin
							r9 <= C;
					end
					10: begin
							r10 <= C;
					end
					11: begin
							r11 <= C;
					end
					12: begin
							r12 <= C;
					end
					13: begin
							r13 <= C;
					end
					14: begin
							r14 <= C;
					end
					15: begin
							r15 <= C;
					end
				endcase
			end
			if (~nClear) begin
				r0 <= 0;
				r1 <= 0;
				r2 <= 0;
				r3 <= 0;
				r4 <= 0;
				r5 <= 0;
				r6 <= 0;
				r7 <= 0;
				r8 <= 0;
				r9 <= 0;
				r10 <= 0;
				r11 <= 0;
				r12 <= 0;
				r13 <= 0;
				r14 <= 0;
				r15 <= 0;
				Aout <= 0;
				Bout <= 0;
			end
	end
	always @(m_state)
		case(m_state)
			0:  m_data<={r0, r1};
			1:  m_data<={r1, r2};
			2:  m_data<={r2, r3};
			3:  m_data<={r3, r4};
			4:  m_data<={r4, r5};
			5:  m_data<={r5, r6};
			6:  m_data<={r6, r7};
			7:  m_data<={r7, r8};
			8:  m_data<={r8, r9};
			9:  m_data<={r9, r10};
			10: m_data<={r10, r11};
			11: m_data<={r11, r12};
			12: m_data<={r12, r13};
			13: m_data<={r13, r14};
			14: m_data<={r14, r15};
			15: m_data<={r15, r0};
		endcase
endmodule

==> results.txt <==
impl run done, here's what came out: status completed, initial DRC count 3,201, Yosys Instances around 2,500, post-layout util 0.454, Non-Filler Instances 3,184, Commonest flop dfxtp_1, die area 49,100 um^2, WP data required 8.88 ns, layout cells sized above 1 0.119, die width 222 um, Post-CTS Setup Inserts 0, Worst setup SP type input pin, # placed instances 3,131, switching pwr 783 uW, fillcell total 4,771, area occupied by multi-input gates ~12,000 um^2, first-pass GRT wire length 168 mm, DIE HEIGHT between 200 and 250 um, Hold Vio Cnt, Final 0, max-cap viol count 0, Lkg Pwr 7.21 nW, endpoint class of the critical path output port, Root Buffer clkbuf_16, vias per cell 7.03, row cnt roughly 80, HP Class register to register, EDFF count, synth 0, Seq/Total Area, Yosys 0.299, initial antenna violation count 7, GP Congestion between 1 and 1.5, clock latency at the later pin of the worst-skew pair ~0.60 ns, Initial Util 0.405, Min Hold Slack 0.495 ns, pin count of the biggest net entering global routing 80, clock network power share 0.396, Hold-fix buffers, CTS 0, GRT Total Usage 0.510, grt ovf 0, placed inst area 20,700 um^2, Post-Route Setup TNS 0 ns, Clock Sinks 288, router iterations before antenna repair 8, num ports 99, DR WL/cell slightly below 40 um, total power draw around 2.5 mW, Syn Area/Cell around 7.6 um^2, Worst Path Max Fanout 39, final max-slew violation count 0, Cell Type Count ~80, Final Critical Period 7.72 ns, cts bufs inserted 31, placed wire-length estimate 83.6 mm, power share of the combinational group 0.176, Switching Fraction 0.311, final instance area between 20,000 and 25,000 um^2, core area 47,600 um^2, Cell Int Power 1.74 mW, asr flop ratio synth 0, Final ANT Viol Nets 0, H-tree levels 1, Bufs on Longest Clock Path 3, upper clock frequency limit 0.129 GHz, Post-CTS Resized 0, Post-Syn Area 19,300 um^2, CTS tree done, CP Class input pin to output port, port buffer count 98, clk_skew 0.00935 ns, Synth top cell by count nand2_1, Synthesis Warnings 1, yosys-reported design area after synthesis roughly 19,000 um^2, Tcrit/Tclk final 0.696, CTS clock-pin slew for the worst setup and hold paths 0.06 ns, Post-route DRC 0, final worst setup slack about 3.4 ns, Yosys reg bits 288, vias in the first global route 20,800, RSZ-0062 raised after global routing no, final setup fails 0, synth cell count leaders 627 x nand2_1, 378 x a21oi_1, 288 x dfxtp_1, final WL 123 mm, Slew HR 0.271, Slew @ Worst Pin 1.08 ns, top cells by area dfxtp_1 30%, nand2_1 12%, a21oi_1 9.8%, sequential fraction of design power 0.428, Log Warnings 25, Critical Path AT 5.50 ns, Setup WS pre-CTS 3.52 ns, via count 22,400, Max-area cell share 0.299, pwr dens ~120 nW/um^2, Layout area overhead 12.0%, area leader, netlist dfxtp_1, register area 5770 um^2, Max VDD drop approximately 0.12 mV, Cells after Synth 2,549
## layer usage
metal  part of all wire  track usage
met1               0.37        0.647
met2               0.40        0.689
met3               0.15        0.265
met4              0.078        0.306
met5            0.00076       0.0215
## layout make-up
type,count,share of cell area
multi-input combinational,1987,0.565
sequential,288,0.267
timing repair buffer,214,0.0841
clock buffer,41,0.0395
tap,615,0.0356
inverter,27,0.00504
clock inverter,8,0.00382
antenna,4,0.000463
## critical path, cell delays in order
cell	delay (ns)
buf_4	0.27
buf_4	0.54
nor2b_2	0.45
buf_4	0.42
a22oi_1	0.21
o22ai_1	0.20
a21oi_1	0.06
a31oi_1	0.50
clkdlybuf4s50_1	0.58
## logic make-up (layout without fill, tap and decap cells)
kind of cell           Yosys count  after routing  synth area share
and+or+nand+nor                911            911             0.204
muxes                          205            205             0.136
other                            0              4                 0
AOI/OAI and AO/OA              871            871             0.290
buffers and inverters          274            290            0.0718
DFF                            288            288             0.299
## power groups by stage
stage	combinational, mW	sequential, mW	clock, mW
after CTS	0.420	1.08	0.992
after global routing	0.449	1.08	1.03
final	0.444	1.08	0.997
## cell usage in the layout (no fill, tap or decap), types with 18 or more instances in the layout
cell and instances:
mux2i_1 111, buf_4 124, dfxtp_1 288, nand3_1 30, a22oi_1 62, nand2_1 626, clkbuf_16 31, nor3_1 22
mux4_2 39, o221ai_1 26, a22o_1 38, a21oi_1 378, nor2_2 18, nor2_1 82, nor2b_1 28, mux2_2 45
o22ai_1 39, clkdlybuf4s50_1 87, o21ai_0 112, nand2b_1 34, a221oi_1 27, inv_1 20
## path summary, 6_finish.rpt
check / startpoint / endpoint / slack [ns] / cells after the start
setup / recovery: m_state[1] / m_data[21] / 3.38 / 9
hold / removal: r9[1] / r9[1] / 0.50 / 2
setup reg to reg: r10[1] / Bout[1] / 8.94 / 5
hold reg to reg: r9[1] / r9[1] / 0.50 / 2
Power is estimated from default activity; no workload was simulated.
