==> design/flow/design.v <==
`timescale 1ns / 1ps
module lcd(clk,dataout,control,ledpin,ledpin2, OPCODE);
	input clk;
	input [3:0] OPCODE;
	output reg [3:0] dataout; 
	output reg [2:0] control;  
	reg [7:0]  DR;
	reg [3:0]  sel=4;
	reg [25:0] delay=0;
	reg [2:0]  stage=0;	 
	reg [4:0]  state=0;	 
	reg [7:0]  MUX;
	output reg ledpin = 0;
	output reg ledpin2 = 0;
	always @(posedge clk)
	begin
		case(stage)
		0: begin
				case(state)
					0: begin delay <= 750_000; state<=1;  control<=0; 														end
					1: begin if(delay==0) begin delay<=12; 			state<=2; control<=3'h4; dataout<=4'h3; 	end
								else delay <= delay-1; 																				end
					2: begin if(delay==0) begin delay <= 205_000; 	state<=3; control<=0; 							end
								else delay <= delay-1; 																				end
					3: begin if(delay==0) begin delay<=12; 			state<=4; control<=3'h4; dataout<=4'h3; 	end
								else delay <= delay-1;																				end
					4: begin if(delay==0) begin delay <= 205_000; 	state<=5; control <=0; 							end
								else delay <=delay-1; 																				end
					5: begin if(delay==0) begin delay<=12; 			state<=6; control<=3'h4; dataout<=4'h3; 	end
								else delay <=delay-1; 																				end
					6: begin if(delay==0) begin delay <=2_000;		state<=7; control<=0; 							end
								else delay <=delay-1; 																				end
					7: begin if(delay==0) begin delay<=12; 			state<=8; control<=3'h4; dataout<=4'h2; 	end
								else delay <=delay-1; 																				end
					8: begin if(delay==0) begin delay <= 2_000; 		state<=9; control<=0; 							end
								else delay <=delay-1; 																				end
					9: begin if(delay==0) begin 							state <=0; 			stage<=1; 					end 
								else delay <=delay-1; 																				end
				endcase
			end
		1: begin 
				case(state)
					0: case(sel)
							0: begin state <=10;	delay<=82_000; end
							1: begin state <=1; 	DR<=8'h01; 		end
							2: begin state <=1; 	DR<=8'h0c; 		end
							3: begin state <=1; 	DR<=8'h06;	 	end
							4: begin state <=1; 	DR<=8'h28;	 	end
							default: state <=0;
						endcase
					1: begin delay <=2; control <=0; 				state <= 2;  			dataout <= DR[7:4];		end
					2: begin if (delay==0) begin delay <= 12; 	state <= 3; control <= 3'h4; 						end
								else delay <= delay-1; 																				end
					3: begin if (delay==0) begin delay <= 2; 		state <= 4; control <= 0; 							end
								else delay <= delay-1; 																				end
					4: begin if (delay==0) begin delay <= 50; 	state <= 5; 											end
								else delay <= delay-1; 																				end
					5: begin if (delay==0) begin delay <= 2; 		state <= 6; control <= 0; dataout<=DR[3:0];	end
								else delay <= delay-1; 																				end
					6: begin if (delay==0) begin delay <= 12; 	state <= 7; control <= 3'h4; 						end
								else delay <= delay-1; 																				end
					7: begin if (delay==0) begin delay <= 2; 		state <= 8; control <= 0; 							end
								else delay <= delay-1; 																				end
					8: begin if (delay==0) begin delay <= 2_000; state <= 9; 											end
								else delay <= delay-1; 																				end
					9: begin if (delay==0) begin 						state <= 0; sel<=sel-1;	 							end
								else delay <= delay-1; 																				end
					10:begin if (delay==0) begin 						state <= 0; stage<=2; sel<=15; 					end
								else delay <= delay-1; 																				end
				endcase
			end
		2: begin 
				case(OPCODE)
					4'b0010: case(sel)
									0: MUX = 8'h1B;
									1: MUX = 8'h1B;
									2: MUX = 8'h1B;
									3: MUX = 8'h1B;
									4: MUX = 8'h1B;
									5: MUX = 8'h1B;
									6: MUX = 8'h1B;
									7: MUX = 8'h1B;
									8: MUX = 8'h1B;
									9: MUX = 8'h1B;
									10:MUX = 8'h1B;
									11:MUX = 8'h1B;
									12:MUX = 8'h65;
									13:MUX = 8'h6E;
									14:MUX = 8'h6F;
									15:MUX = 8'h44;
								endcase 
					default: case(sel)
									0: MUX = 8'h1B;
									1: MUX = 8'h1B;
									2: MUX = 8'h1B;
									3: MUX = 8'h1B;
									4: MUX = 8'h1B;
									5: MUX = 8'h1B;
									6: MUX = 8'h1B;
									7: MUX = 8'h1B;
									8: MUX = 8'h1B;
									9: MUX = 8'h1B;
									10:MUX = 8'h1B;
									11:MUX = 8'h1B;
									12:MUX = 8'h65;
									13:MUX = 8'h6E;
									14:MUX = 8'h6F;
									15:MUX = 8'h44;
								endcase 
				endcase
			case(state)
				0: begin state <= 1;																									end
				1: begin state <= 2; DR <=8'h80; 																				end  
				2: begin state <= 3; control <= 0; dataout <= DR[7:4]; delay <= 2; 									end 
				3: begin if(delay==0) begin delay <= 12; 		state<= 4; control<=3'h4; 								end 
						 		else delay <= delay -1 ;																			end
				4: begin if(delay==0) begin delay <= 2; 		state<= 5; control<=0; 									end 
								else delay <= delay -1 ; 																			end
				5: begin if(delay==0) begin delay <= 50 ; 	state<= 6; 													end 
								else delay <= delay -1 ; 																			end
				6: begin if(delay==0) begin delay <= 2;		state <= 7; control <= 0; dataout <=DR[3:0]; 	end 
								else delay <= delay -1 ; 																			end
				7: begin if(delay==0) begin delay <= 12; 		state <= 8; control<=3'h4; 							end
								else delay <= delay -1 ; 																			end
				8: begin if(delay==0) begin delay <= 2; 		state <= 9; control<=0; 								end
								else delay <= delay -1 ; 																			end
				9: begin if(delay==0) begin delay <= 2_000 ; state<= 10; 												end
								else delay <= delay -1 ; 																			end
				10:begin if(delay==0) begin 						state<= 11;													end 
								else delay <= delay -1 ; 																			end
				11:begin DR <= MUX;									state<= 12;  												end
				12:begin delay <= 2; control <= 3'b010; 		state<= 13; dataout <= DR[7:4];  					end
				13:begin if(delay==0)begin delay <= 12; 		state<= 14; control<=3'b110; 							end
							else delay <= delay -1 ;																				end
				14:begin if(delay==0)begin delay <= 2; 		state<= 15; control<=3'b010; 							end
							else delay <= delay -1 ; 																				end
				15:begin if(delay==0)begin delay <= 50 ; 		state<= 16; control<=0;									end
							else delay <= delay -1 ; 																				end
				16:begin if(delay==0)begin delay <= 2; state <= 17; control <= 3'b010; dataout <= DR[3:0]; 	end
							else delay <= delay -1 ; 																				end
				17:begin if(delay==0)begin delay <= 12; 		state<= 18; control<=3'b110; 							end
							else delay <= delay -1 ; 																				end
				18:begin if(delay==0)begin delay <= 2; 		state<= 19; control<=3'b010; 							end
							else delay <= delay -1 ; 																				end
				19:begin if(delay==0)begin delay <= 2_000 ; 	state<= 20; control<=0; 								end
							else delay <= delay -1 ; 																				end
				20:begin if(delay==0) begin 
								if(sel==10) begin DR <=8'hC0; 	state<=2; sel<=sel-1;									end 
							   else 										state<=21;													end
							else delay <= delay-1; 																					end
				21:begin if(delay==0)  begin 
								if(sel==0) begin 						state<= 22; 												end
								if(sel==2) begin 						state<=0;   sel<=7;       stage<=3;					end 
								else begin 								state<= 11; sel<=sel - 1; 								end end
							else begin delay <= delay -1 ; 																		end end
				22:begin delay <= 40_000_000; 					state<= 23;  												end
				23:begin if(delay==0)begin 						state<= 22;													end
							else delay <= delay -1 ; 																				end   
				default: 												state <= 0;
			endcase	
		end 		 
		3: begin
			case(sel)
				0: begin MUX = 8'h1B; end  
				1: begin MUX = 8'h0A; end  
				2: begin MUX = 8'h04; end  
				3: begin MUX = 8'h1F; end  
				4: begin MUX = 8'h04; end  
				5: begin MUX = 8'h0E; end  
				6: begin MUX = 8'h0A; end  
				7: begin MUX = 8'h0E; end  
			endcase
			case(state)
				0: begin state <= 1; 																									end
				1: begin DR <= 8'h40; 									state<=2; 													end
				2: begin delay <= 2; 		dataout <= DR[7:4]; 	state<=3; control <= 0;   								end 
				3: begin if(delay==0) begin delay <= 12; 			state<=4; control<=3'h4; 								end 
						 	else delay <= delay -1 ;																					end
				4: begin if(delay==0) begin delay <= 2; 			state<=5; control<=0; 									end 
						 	else delay <= delay -1 ; 																					end
				5: begin if(delay==0) begin delay <= 50 ; 		state<=6; 													end
						 	else delay <= delay -1 ; 																					end
				6: begin if(delay==0) begin delay <= 2; 			state<=7; control<=0; dataout<=DR[3:0];			end 
						 	else delay <= delay -1 ; 																					end
				7: begin if(delay==0) begin delay <= 12; 			state<=8; control<=3'h4; 								end
						 	else delay <= delay -1 ; 																					end
				8: begin if(delay==0) begin delay <= 2; 			state<=9; control<=0; 									end
						 	else delay <= delay -1 ;																					end
				9: begin if(delay==0) begin delay <= 2_000 ; 	state<=10; 													end
						 	else delay <= delay -1 ; 																					end
				10:begin if(delay==0) begin 							state<=11;  sel<=7; 										end 
							else delay <= delay -1 ; 																					end
				11:begin DR <= MUX; 										state<=12;													end
				12:begin delay <= 2; control <= 3'b010;			state<=13; dataout <= DR[7:4];  						end
				13:begin if(delay==0) begin delay <= 12; 			state<=14; control<=3'b110; 							end
						 else delay <= delay -1 ;																						end
				14:begin if(delay==0) begin delay <= 2; 			state<=15; control<=3'b010; 							end
						 else delay <= delay -1 ; 																						end
				15:begin if(delay==0) begin delay <= 50;	 		state<=16; control<=0; 									end
						 else delay <= delay -1 ; 																						end
				16:begin if(delay==0) begin delay <= 2;			state<=17; control<=3'b010; dataout<=DR[3:0]; 	end
						 else delay <= delay -1 ; 																						end
				17:begin if(delay==0) begin delay <= 12; 			state<=18; control<=3'b110; 							end
						 else delay <= delay -1 ; 																						end
				18:begin if(delay==0) begin delay <= 2; 			state<=19; control<=3'b010; 							end
						 else delay <= delay -1 ; 																						end
				19:begin if(delay==0) begin delay <= 2_000;	 	state<=20; control<=0; 									end
						 else delay <= delay -1 ; 																						end
				20:begin if(delay==0) begin 
								if(sel==0) 									state<=21;
								else begin 									state<=11; sel<=sel-1;	 								end end
			 				else delay <= delay -1 ; 																					end
				21:begin delay <= 40_000_000; 						state<=22;  												end
				22:begin if(delay==0) begin ledpin=1;state<=1; stage<=2; DR<=8'hCE; sel<=15;							end
			 				else delay <= delay -1 ; 																					end   
				default: 													state<=0;
			endcase
		end 	 
		endcase
	end
endmodule
==> design/flow/run.sh <==
#!/bin/bash
# OpenROAD 26Q1-2900-gdf79404cd8, Yosys 0.63+post, stock flow scripts
make -C /OpenROAD-flow-scripts/flow DESIGN_CONFIG=/design/flow/config.mk WORK_HOME=/design/flow/orfs finish
==> design/flow/config.mk <==
export PLATFORM = sky130hd
export DESIGN_NAME = lcd
export DESIGN_NICKNAME = lcd
export VERILOG_FILES = /design/flow/design.v
export SDC_FILE = /design/flow/constraint.sdc
export NUM_CORES = 4
export LEC_CHECK = 1
export CORE_UTILIZATION = 40
==> design/flow/constraint.sdc <==
current_design lcd

set clk_period 7.5
set clk_io_pct 0.2

create_clock -name clk0 -period $clk_period [get_ports {clk}]

set non_clock_inputs [all_inputs -no_clocks]
set_input_delay [expr $clk_period * $clk_io_pct] -clock clk0 $non_clock_inputs
set_output_delay [expr $clk_period * $clk_io_pct] -clock clk0 [all_outputs]
==> reports/qor_table.md <==
| Metric | Value |
|---|---|
| Via density | 6.468 |
| Number of pins with negative max-slew slack in the final report | 0 |
| Iteration-0 DRC count of the detailed router | 798 |
| Overall Global Routing Usage | 26.78% |
| Final number of hold-violating endpoints | 0 |
| Number of cells in Yosys stat | 715 |
| Largest buffer count on any clock path | 2 |
| Number of cells after detailed placement | 860 |
| First-pass iteration count of the detailed router | 5 |
| Total Routed Length | 17980 um |
| Vertical die size | 119.4 um |
| Initial antenna violation count | 0 |
| Data arrival time of the critical path | 3.81 ns |
| Most frequent logic cells in the routed design | sky130_fd_sc_hd__nor2_1, sky130_fd_sc_hd__a21oi_1, sky130_fd_sc_hd__nand2_1, sky130_fd_sc_hd__o21ai_0, sky130_fd_sc_hd__edfxtp_1 |
| PnR worst setup slack | 3.758 ns |
| Type of destination of the critical path | register |
| Via count of the routed design | 5666 |
| Number of sinks on the clock net | 61 |
| Share of the cycle needed by the critical path after routing | 49.89% |
| Area grow syn2layout | 9.962% |
| Highest attainable clock frequency | 267.2 MHz |
| Final count of negative-setup-slack endpoints | 0 |
| Worst reg2reg setup slack | 3.76 ns |
| Top cell excl fill/tap | sky130_fd_sc_hd__nor2_1 |
| CTS buffer count | 9 |
| Chip area in the Yosys report | 5514 um^2 |
| Kind of launch point of the worst setup path | register |
| Core Util at FP | 41.31% |
| Core Area | 13350 um^2 |
| Synthesis Warnings | 1 |
| Worst VDD drop | 0.1413 mV |
| Post-Synthesis Mean Instance Area | 7.712 um^2 |
| Tally of max-capacitance violations | 0 |
| Part of the Yosys area used for sequential elements | 33.22% |
| Number of distinct library cells after synthesis | 72 |
| Critical setup path kind | register to register |
| Remaining antenna violation count | 0 |
| Flip-flops with a built-in enable | 61 |
| Wire length of the first global-routing pass | 28770 um |
| Result of the run | complete, no violations |
| Largest cells by area after synthesis | sky130_fd_sc_hd__edfxtp_1, sky130_fd_sc_hd__a21oi_1, sky130_fd_sc_hd__o21ai_0 |
| Maximum level of the CTS H-tree | 3 |
| Type of the tightest min-delay check | register to register |
| Final routed DRC violation total | 0 |
| TritonCTS clock tree | built |
| Rel. slew slack | 40.17% |
| Count of antenna diodes in the layout | 0 |
| Most used DFF post-synth | sky130_fd_sc_hd__edfxtp_1 |
| Hold buffer count at cts | 0 |
| Netlist Area Pre-Place | 5514 um^2 |
| Minimum period implied by the final worst setup slack | 3.742 ns |
| Clock root buffer | sky130_fd_sc_hd__clkbuf_16 |
| Worst EP required | 7.57 ns |
| Gp weighted congestion | 0.9439 |
| Overflow left after global routing | 0 |
| Worst-case clock skew | 0.01242 ns |
| Proportion of layout cells with a drive suffix above 1 | 6.429% |
| Leak Pwr | 1.834 nW |
| Number of synthesized register bits | 61 |
| Buffers inserted during post-CTS setup optimization | 0 |
| Yosys top cell area share | 33.22% |
| Hold_ws | 0.5527 ns |
| Post-layout instance count excluding filler cells | 876 |
| Total chip power | 0.0008218 W |
| Total power divided by cell area | 135.5 nW/um^2 |
| Number of I/O pins | 14 |
| Post-synthesis cell count | 715 |
| Die width | 119.4 um |
| Ys async rst share | 0% |
| Setup repair after global routing missed its margin | no |
| Setup TNS | 0 ns |
| Detail-routed net length per standard cell | 20.52 um |
| Pin count of the biggest net entering global routing | 54 |
| Clk latency late pin | 0.35 ns |
| Number of placement rows | 42 |
| DP Worst Slack | 3.850 ns |
| Warning total across the stage logs | 34 |
| Cell type with the largest total area after synthesis | sky130_fd_sc_hd__edfxtp_1 |
| Worst Tran Pin Value | 0.8948 ns |
| Worst-path maximum fanout | 19 |
| Detailed Place HPWL | 12030 um |
| Port Buffer Count | 8 |
| Post-CTS Resized | 0 |
| Post-CTS clock slew at the launch and capture registers of the worst setup and hold paths | 0.06 ns |
| Vias in the first global route | 5216 |
| Chip footprint | 14260 um^2 |
-- per-stage QoR --
stage / utilization (%) / instance area, um^2
3_5_place_dp: 42.99 / 5738
4_1_cts: 45.43 / 6063
5_1_grt: 45.43 / 6063
3_3_place_gp: 42.99 / 5738
6_report: 45.43 / 6063
2_1_floorplan: - / 5514
-- worst max-delay path, cell delays in order, from the launching register on --
cell and delay (ns):
sky130_fd_sc_hd__edfxtp_1 0.44, sky130_fd_sc_hd__or4_4 0.59, sky130_fd_sc_hd__nor3_2 0.46, sky130_fd_sc_hd__nand4_1 0.84
sky130_fd_sc_hd__buf_4 0.51, sky130_fd_sc_hd__a2111o_1 0.45, sky130_fd_sc_hd__o21ai_0 0.08, sky130_fd_sc_hd__o21ai_0 0.09
-- sequential cells by signal, indices dropped and copies added (netlist names) --
register,count
MUX,8
sel,4
DR,8
control,3
delay,26
stage,2
state,5
dataout,4
ledpin,1
-- per-layer routing --
layer / wire, um / up-vias / global-route usage (%)
li1: - / 2651 / -
met1: 8187 / 2667 / 44.11
met2: 7607 / 308 / 36.59
met3: 1680 / 40 / 5.577
met4: 499 / 0 / 7.187
met5: 0 / - / 0
-- cells by family after synthesis --
| logic type | Yosys count | synth area share, % |
|---|---|---|
| AND/OR/NAND/NOR | 282 | 25.28 |
| AND-OR/OR-AND | 260 | 29.23 |
| buffers and inverters | 68 | 4.765 |
| flip-flops | 61 | 33.22 |
| XOR/XNOR | 28 | 4.447 |
| adder cells (fa/ha/maj) | 8 | 1.815 |
| multiplexers | 6 | 1.112 |
| other | 2 | 0.1362 |
-- path summary, 6_finish.rpt --
check                 from          to  cells after the start
setup reg to reg  delay[2]    delay[5]                      7
hold / removal       DR[7]  dataout[3]                      2
hold reg to reg      DR[7]  dataout[3]                      2
setup / recovery  delay[2]    delay[5]                      7
-- synth_stat cells, types with 3 or more instances --
| cell | n |
|---|---|
| sky130_fd_sc_hd__nor2_1 | 84 |
| sky130_fd_sc_hd__a21oi_1 | 79 |
| sky130_fd_sc_hd__nand2_1 | 72 |
| sky130_fd_sc_hd__o21ai_0 | 71 |
| sky130_fd_sc_hd__edfxtp_1 | 61 |
| sky130_fd_sc_hd__clkbuf_1 | 41 |
| sky130_fd_sc_hd__nor3_1 | 28 |
| sky130_fd_sc_hd__xnor2_1 | 18 |
| sky130_fd_sc_hd__nand3_1 | 16 |
| sky130_fd_sc_hd__a31oi_1 | 12 |
| sky130_fd_sc_hd__a211oi_1 | 11 |
| sky130_fd_sc_hd__inv_1 | 11 |
| sky130_fd_sc_hd__nor4_1 | 11 |
| sky130_fd_sc_hd__buf_1 | 10 |
| sky130_fd_sc_hd__o22ai_1 | 10 |
| sky130_fd_sc_hd__xor2_1 | 10 |
| sky130_fd_sc_hd__and3_1 | 9 |
| sky130_fd_sc_hd__nor2b_1 | 9 |
| sky130_fd_sc_hd__ha_1 | 8 |
| sky130_fd_sc_hd__nand2b_1 | 8 |
| sky130_fd_sc_hd__and2_1 | 7 |
| sky130_fd_sc_hd__nand4_1 | 7 |
| sky130_fd_sc_hd__o31ai_1 | 7 |
| sky130_fd_sc_hd__a22oi_1 | 6 |
| sky130_fd_sc_hd__nor3b_1 | 6 |
| sky130_fd_sc_hd__o311ai_0 | 6 |
| sky130_fd_sc_hd__or3_1 | 6 |
| sky130_fd_sc_hd__mux2i_1 | 5 |
| sky130_fd_sc_hd__a211o_1 | 4 |
| sky130_fd_sc_hd__a21boi_0 | 4 |
| sky130_fd_sc_hd__a21o_1 | 4 |
| sky130_fd_sc_hd__a311oi_1 | 4 |
| sky130_fd_sc_hd__o211ai_1 | 4 |
| sky130_fd_sc_hd__o21a_1 | 4 |
| sky130_fd_sc_hd__o21bai_1 | 4 |
| sky130_fd_sc_hd__o221ai_1 | 4 |
| sky130_fd_sc_hd__a221oi_1 | 3 |
| sky130_fd_sc_hd__a32oi_1 | 3 |
| sky130_fd_sc_hd__buf_2 | 3 |
| sky130_fd_sc_hd__o41ai_1 | 3 |
-- report_power, final --
part | leakage (nW) | internal (W) | switching (W) | total, W
combinational | 0.979 | 0 | 0.0000000634 | 0.0000000644
sequential | 0.707 | 0.000369 | 0 | 0.000369
clock | 0.148 | 0.000291 | 0.000161 | 0.000452
total | 1.83 | 0.000661 | 0.000161 | 0.000822
-- layout make-up --
class / count / area, um^2
fill: 1291 / 7284
multi-input combinational: 586 / 3437
sequential: 61 / 1832
clock buffer: 9 / 225.2
tap: 176 / 220.2
timing repair buffer: 24 / 200.2
clock inverter: 7 / 100.1
inverter: 13 / 48.80
Power and IR drop assume default switching activity.
